File: run.sh
#!/bin/bash
# OpenROAD 26Q1-2900-gdf79404cd8, Yosys 0.63+post, stock flow scripts
make -C /OpenROAD-flow-scripts/flow DESIGN_CONFIG=/design/flow/config.mk WORK_HOME=/design/flow/orfs finish
File: config.mk
export PLATFORM = sky130hd
export DESIGN_NAME = Crc
export DESIGN_NICKNAME = Crc
export VERILOG_FILES = /design/flow/design.v
export SDC_FILE = /design/flow/constraint.sdc
export NUM_CORES = 4
export LEC_CHECK = 1
export CORE_AREA = 10 10 107 107
export DIE_AREA = 0 0 117 117
File: constraint.sdc
current_design Crc

set clk_period 1.0
set clk_io_pct 0.2

create_clock -name clk0 -period $clk_period [get_ports {clk}]

set non_clock_inputs [all_inputs -no_clocks]
set_input_delay [expr $clk_period * $clk_io_pct] -clock clk0 $non_clock_inputs
set_output_delay [expr $clk_period * $clk_io_pct] -clock clk0 [all_outputs]
File: design.v
module Crc(
input clk,
input [18:0] cnt,
input  [18:0] loc,
input [7:0] dataA,
output wire [18:0] locaddr,
output wire [18:0] dataAaddr,
output wire [7:0] dataout,
output Enout
);
reg [7:0] dataA_d0;
reg [18:0] locaddr_reg;
reg [18:0] dataAaddr_reg;
assign locaddr = locaddr_reg;
assign dataAaddr = dataAaddr_reg;
assign dataout = dataA_d0;
assign Enout = (dataout!=8'd0)?1'b1:1'b0;
always @(posedge clk)
begin
locaddr_reg <= cnt;
dataAaddr_reg <= loc;
dataA_d0 <= dataA;
end
endmodule
==> results.json <==
{
  "run_status": "finished, violations left",
  "violations": "negative setup slack",
  "preCtsSetupSlack_ps": -439,
  "ant_nets": 0,
  "layout.area.seq_sq_um": 942,
  "yosys_register_bits": 46,
  "grt_pass1_vias": 796,
  "numPortBuffers": 93,
  "initCoreUtil_pct": 10.2,
  "yosys_reported_design_area_after_synthesis_sq_um": 937,
  "report.final.slew_viol_count": 0,
  "totalWireLength_um": 3220,
  "hold_violations": 0,
  "ir_drop_mv": 0.579,
  "antenna_found_initial": 0,
  "synth_area_sq_um": 937,
  "io_pins": 94,
  "detail_routed_via_count_per_cell": 2.68,
  "globalRoute.totalOverflow": 0,
  "cells_yosys": 49,
  "cp-start-kind": "flip-flop",
  "hold_path_end": "dataAaddr_reg[18]",
  "drv_cap": 0,
  "initial_detailed_routing_violation_count": 22,
  "yosys-top-cells-count": "46 x dfxtp_1, 2 x nor4_1, 1 x nand2_1",
  "post_synth_main_area_contributors": "dfxtp_1 98%, nor4_1 1.3%, nand2_1 0.40%",
  "detailed_place_hpwl_um": 2780,
  "cts_made_buffers": 5,
  "worst_setup_hold_path_clk_slew_ps": 80,
  "grt_start_max_net_pins": 14,
  "leakage_power_nw": 0.821,
  "flow.area_growth_from_synthesis_pct": 107,
  "post-layout-total-power_mw": 3.37,
  "drtPass1Iterations": 3,
  "clock_path_buffers": 2,
  "async_flop_share_pct": 0,
  "gpl.final_weighted_congestion": 0.640,
  "combGateArea_sq_um": 22.5,
  "num_rows": 35,
  "final.setup.worst_slack_ps": -374,
  "timing.final.crit_period_ps": 1370,
  "top_cell": "dfxtp_1",
  "slew_headroom_pct": 84.6,
  "die_x_extent_um": 117,
  "report.final.setup_viol": 3,
  "cts_tree": "yes",
  "fp.dieH_um": 117,
  "root_buffer": "clkbuf_8",
  "distinct_lib_cells": 3,
  "path_class": "flip-flop to output port",
  "ctsHoldBuffers": 0,
  "ctsHtreeMaxLevel": 2,
  "layout-drive-gt1-share_pct": 46.1,
  "endpoint_kind": "output port",
  "grt_pass1_wl_um": 4480,
  "route.vias.total": 704,
  "fillerInstances": 985,
  "drt_drc_violations_left": 0,
  "post-synth-top-area-cell": "dfxtp_1",
  "power.density_mw_per_mm2": 1740,
  "synth.avg_cell_area_sq_um": 19.1,
  "cts_sinks": 46,
  "num_antenna_cells": 0,
  "ys_seq_share_pct": 98.3,
  "timing.critical_path.fanout_max": 2,
  "synth-edff-count": 0,
  "crit_arrival_ps": 1170,
  "wl_per_cell_um": 12.3,
  "global_route.usage.total_pct": 4.31,
  "rsz_0062_raised_after_global_routing": "yes",
  "synthesis.yosys.warnings": 1,
  "worstHoldPathCells": 1,
  "top_cell_area_share_pct": 98.3,
  "syn-instance-count": 49,
  "hold_class": "input pin to flip-flop",
  "yosys_most_used_dff": "dfxtp_1",
  "max_freq_mhz": 728,
  "period_used_pct": 137,
  "hold_path_startpoint": "loc[18]",
  "warning_count": 27,
  "worst_ep_required_time_ps": 800,
  "core_ar_sq_mm": 0.00920,
  "chipArea_sq_mm": 0.0137,
  "tightestPinTransition_ps": 229
}
-- layout by cell type, fill, tap and decap left out, drive strengths merged --
cell type and count:
nor4 2, clkdlybuf4s50 47, dfxtp 46, clkinv 1, nand2 1, clkbuf 25
clkdlybuf4s15 3, buf 27
-- stage by stage --
stage | cell area [sq um] | hold WS, ps | cells | setup TNS [ps] | util (%)
3_5_place_dp | 2010 | 652 | 254 | -440 | 21.9
2_1_floorplan | 937 | 228 | 49 | 0 | -
3_3_place_gp | 2010 | 648 | 254 | -491 | 21.9
5_1_grt | 1940 | 320 | 263 | -851 | 21.0
6_report | 1940 | 343 | 263 | -668 | 21.0
4_1_cts | 2010 | 327 | 263 | -770 | 21.9
-- cell type report --
| class | instances | share of cell area (%) |
|---|---|---|
| Sequential cell | 46 | 48.7 |
| Clock inverter | 1 | 0.259 |
| Clock buffer | 7 | 4.46 |
| Timing Repair Buffer | 95 | 38.3 |
| Multi-Input combinational cell | 3 | 1.16 |
| Tap cell | 111 | 7.18 |
-- metal layers --
metal | global-route usage, % | up-vias | part of all wire, % | routed length, um
met2 | 6.64 | 56 | 45 | 1470
met4 | 0.577 | 0 | 0 | 0
met5 | 0 | - | 0 | 0
met1 | 4.69 | 293 | 36 | 1150
met3 | 3.41 | 0 | 19 | 610
li1 | - | 355 | - | -
-- logic make-up after synthesis --
group            share of synthesized area [%]
flip-flops                                98.3
AND/OR/NAND/NOR                           1.74
-- report_power, final --
part           internal, mW  switching [mW]
sequential             1.94          0.0267
combinational         0.228          0.0425
clock                 0.558           0.580
-- timing repair --
action | 4_1_cts | 5_1_grt
resized | 137 | 27
pin swaps | 1 | 1
buffers inserted | 1 | 0
endpoints found under the setup margin | 47 | 21
-- worst max path at each step --
stage | startpoint | end | cells after the start
4_1_cts | dataA_d0[6] | Enout | 4
5_1_grt | dataA_d0[5] | Enout | 4
6_report | dataA_d0[5] | Enout | 4
-- worst max-delay path, cell delays in order (launching register included) --
cell and delay, ps:
dfxtp_2 330, nor4_2 250, buf_4 140, nand2_1 40, buf_2 120
